--- ./config.mk ---
export PLATFORM = sky130hd
export DESIGN_NAME = bram
export DESIGN_NICKNAME = bram
export VERILOG_FILES = /design/flow/design.v
export SDC_FILE = /design/flow/constraint.sdc
export NUM_CORES = 4
export LEC_CHECK = 1
export CORE_UTILIZATION = 30
--- ./design.v ---
module bram
#(
  parameter size=64
)
(
  input clock,
  input write_enable,
  input logic[7:0] data_in,
  output logic[7:0] data_out,
  input logic[$clog2(size)-1:0] address
);
reg[7:0] mem[size-1:0]  ;
always_ff @ (posedge clock) begin
  if (write_enable == 1'b1) begin
    mem[address] <= data_in;
  end
  data_out <= mem[address];
end
endmodule
--- ./constraint.sdc ---
current_design bram

set clk_period 12.9
set clk_io_pct 0.2

create_clock -name clk0 -period $clk_period [get_ports {clock}]

set non_clock_inputs [all_inputs -no_clocks]
set_input_delay [expr $clk_period * $clk_io_pct] -clock clk0 $non_clock_inputs
set_output_delay [expr $clk_period * $clk_io_pct] -clock clk0 [all_outputs]
--- ./run.sh ---
#!/bin/bash
# OpenROAD 26Q1-2900-gdf79404cd8, Yosys 0.63+post, stock flow scripts
make -C /OpenROAD-flow-scripts/flow DESIGN_CONFIG=/design/flow/config.mk WORK_HOME=/design/flow/orfs finish
==> GITHUB_STEP_SUMMARY <==
### Yosys + OpenROAD results

| Metric | Value |
|---|---|
| Hold_buf cts | `0` |
| Max Clock Skew | `between 0.015 and 0.02 ns` |
| Die H | `263.1 um` |
| Final Hold Vio Count | `0` |
| Worst Setup Start Kind | `input pin` |
| Fin crit share | `a little over two fifths` |
| Worst path most repeated cell | `buf_4` |
| Area after DPL | `approximately 22000 sq um` |
| WP data arrival | `about 6.0 ns` |
| WL per Instance | `~25 um` |
| Top-Level Pins | `24` |
| Via count | `between 10000 and 15000` |
| 1st-pass router iterations | `7` |
| GRT Total Usage | `roughly 17%` |
| Seq/Total Area, Yosys | `~76%` |
| Yosys reg bits | `around 520` |
| Syn Inst Count | `~1200` |
| Yosys warnings | `1` |
| Routed Antenna Nets | `0` |
| First-pass GRT wire length | `roughly 80 mm` |
| WL final | `about 53 mm` |
| DRC violations left | `0` |
| DRT iter0 DRCs | `a little over 900` |
| Final Setup Violations | `0` |
| Sinks on the clock net | `approximately 520` |
| Cell Type Count | `~56` |
| Async SR Flop Fraction | `0%` |
| Die area | `69210 sq um` |
| Vias/cell | `approximately 5.3` |
| Critical path buffers and inverters | `2` |
| Crit Path Category | `input pin to flop` |
| Log Warnings | `25` |
| Top_reg_cell synth | `edfxtp_1` |
| Core area | `~67000 sq um` |
| Rel. slew slack | `36.03%` |
| CP Max Fanout | `about 60` |
| Post-CTS Setup Bufs | `0` |
| Hold path cells | `3` |
| Area leader, netlist | `edfxtp_1` |
| CTS buffer count | `around 52` |
| Register-to-Register Path Depth | `5` |
| Largest net degree at the start of global routing | `~60` |
| Min Hold Slack | `between 0.7 and 0.8 ns` |
| CP Cell Sequence | `buf_4 > buf_4 > nand2b_1 > o22ai_1 > o31ai_1 > o2111ai_1 > or4b_1` |
| Max Slew Vio Count | `0` |
| CTS resizes | `0` |
| Fmax | `about 180 MHz` |
| Insertion Delay late pin | `slightly below 0.6 ns` |
| # Max-Cap Violations | `0` |
| CP Capture Type | `flop` |
| Fp_density | `approximately 30%` |
| Slew @ Worst Pin | `0.9569 ns` |
| Total of fill cells in the finished design | `roughly 6200` |
| Count of library flops with an enable pin | `between 500 and 600` |
| Vias in the first global route | `11950` |
| Hold Path Class | `flop to flop` |
| Initial antenna violation count | `2` |
| Worst VDD drop | `between 0.0001 and 0.00015 V` |
| Crit-path leading delay family | `simple AND/OR/NAND/NOR gates` |
| RSZ-0062 raised after global routing | `false` |
| Max-area cell share | `about 75%` |
| Number of H-tree levels | `2` |
| Main area contributors | `edfxtp_1 (75%), mux4_2 (4.5%), mux2i_1 (3.1%)` |
| Layout cells sized above 1 | `around 14%` |
| Cell Area, Synth | `20450 sq um` |
| Syn_area_per_cell | `17.46 sq um` |
| Total Negative Setup Slacks | `0 ns` |
| Crit path time final | `between 5 and 6 ns` |
| Yosys chip area | `slightly above 20000 sq um` |
| Register clock-pin slew on the reported worst setup and hold paths | `~0.060 ns` |
| Final Instance Area | `between 20000 and 25000 sq um` |
| Bufs on Longest Clock Path | `3` |
| Critical Path RT | `between 10 and 15 ns` |
| Area Growth Syn to Fin | `13.86%` |
| # diodes | `0` |
| CP peak stage delay | `roughly 0.69 ns` |
| Cells in synth_stat.txt | `roughly 1200` |
| Power Density | `approximately 150 nW/um^2` |
| Total power | `approximately 3600 uW` |
| Die width | `around 260 um` |
| Gp weighted congestion | `0.9863` |
| Row cnt | `about 95` |
| Outcome | `finished clean` |
| Slowest cell on crit path | `nand2b_1` |
| CP Depth | `7` |
| Root Buffer | `clkbuf_16` |
| Leak | `0.007287 uW` |
| CTS tree | `yes` |
| HPWL Detailed | `between 30 and 40 mm` |
| IO buf count | `23` |
| Congestion Overflow GR | `0` |
-- worst paths after layout --
kind                                     to  startpoint  slack [ns]
worst max-delay path            data_out[7]  address[1]        7.34
worst min-delay path            data_out[0]   mem[3][0]        0.75
worst max register to register  data_out[7]   mem[2][7]       10.56
worst min register to register  data_out[0]   mem[3][0]        0.75
-- placed cells by master, fill, tap and decap left out, types with 8 or more instances in the layout --
cell             count
clkdlybuf4s50_1     12
buf_4               31
nand2b_1            24
mux2i_1             63
nand3b_1            12
edfxtp_1           512
a221oi_1            21
a21oi_1             28
dfxtp_1              8
o221ai_1             9
a221o_1             11
nor2_1              81
mux4_2              41
clkbuf_1            12
o22ai_1             22
o22a_1              11
buf_2                8
and3_1               9
clkbuf_16           53
a22oi_1             40
a22o_1              10
and2_1               9
clkbuf_8            10
o21ai_0              9
nand2_1             45
a31oi_1             15
nand3_1              8
-- worst reg2reg max path, cell delays in order, from the launching register on --
cell       delay, ns
edfxtp_1        0.38
mux2_1          0.29
mux4_2          0.45
o21ai_1         0.25
o2111ai_1       0.15
or4b_1          0.66
-- synth_stat cells, types with 11 or more instances --
| master | number |
|---|---|
| nand3b_1 | 12 |
| mux2i_1 | 63 |
| clkbuf_1 | 36 |
| nand2_1 | 45 |
| edfxtp_1 | 512 |
| a31oi_1 | 15 |
| nand2b_1 | 24 |
| buf_2 | 30 |
| a221o_1 | 11 |
| a22oi_1 | 40 |
| nor2_1 | 82 |
| o22ai_1 | 22 |
| a221oi_1 | 21 |
| mux4_2 | 41 |
| a21oi_1 | 28 |
| o22a_1 | 11 |
-- area by class of cell --
cell class | instances | area (sq um) | area share [%]
sequential | 520 | 15530 | 66.72
multi-input combinational | 567 | 4514 | 19.39
clock buffer | 75 | 1509 | 6.480
tap | 873 | 1092 | 4.691
timing repair buffer | 52 | 404.1 | 1.736
clock inverter | 20 | 219.0 | 0.9404
inverter | 3 | 11.26 | 0.04836
-- logic make-up (layout without fill, tap and decap cells) --
logic type             Yosys count  count (layout)  synth area share [%]
DFF                            520             520                 75.97
and+or+nand+nor                229             229                 5.715
muxes                          116             116                 8.260
AOI/OAI and AO/OA              222             222                 8.076
buffers and inverters           84             150                 1.982
-- stage by stage --
stage | worst slack [ns] | utilization, % | cells
2_1_floorplan | 8.221 | - | 1171
3_3_place_gp | 6.848 | 32.04 | 2015
3_5_place_dp | 6.855 | 32.04 | 2015
4_1_cts | 7.478 | 34.61 | 2110
5_1_grt | 7.260 | 34.61 | 2110
6_report | 7.343 | 34.61 | 2110
-- layer usage --
metal	GRT usage, %	vias to the layer above	part of all wire (%)
li1	-	4800	-
met1	20.88	5609	37
met2	24.10	743	45
met3	11.68	103	16
met4	3.493	4	2.7
met5	0	-	0.052
-- registers in the layout (all words and copies together), names as in the netlist --
register / count
data_out: 8
mem: 512
-- power by group --
part / internal [uW] / switching [uW]
registers: 1870 / 5.43
logic: 62.0 / 131
clock network: 907 / 612
total: 2840 / 748
Power figures rest on the tool's default switching activity, not on a simulated workload.
