File: design/flow/config.mk
export PLATFORM = sky130hd
export DESIGN_NAME = controller_interface
export DESIGN_NICKNAME = controller_interface
export VERILOG_FILES = /design/flow/design.v
export SDC_FILE = /design/flow/constraint.sdc
export NUM_CORES = 4
export LEC_CHECK = 1
export CORE_UTILIZATION = 30
File: design/flow/constraint.sdc
current_design controller_interface

set clk_period 1.7
set clk_io_pct 0.2

create_clock -name clk0 -period $clk_period [get_ports {clock}]

set non_clock_inputs [all_inputs -no_clocks]
set_input_delay [expr $clk_period * $clk_io_pct] -clock clk0 $non_clock_inputs
set_output_delay [expr $clk_period * $clk_io_pct] -clock clk0 [all_outputs]
File: design/flow/design.v
module controller_interface(
  input logic clock,
  input logic[5:0][7:0] usb_keycode,
  input logic strobe,
  input logic[1:0] shift,
  output logic[7:0] lower_reg,
  output logic[7:0] lower_reg_active,
  output logic[7:0] upper_reg,
  output logic[7:0] upper_reg_active
);
logic[7:0] controller_a;
logic[7:0] controller_b;
assign lower_reg = { 5'bxxxxx, 2'b0, controller_a[0] };
assign lower_reg_active = { 5'b0, 3'b1 };
assign upper_reg = { 3'bxxx, 4'b0, controller_b[0] };
assign upper_reg_active = { 3'b0, 5'b1 };
logic[7:0] next_controller_a;
logic[7:0] next_controller_b;
always_ff @ (negedge clock) begin
  if (strobe == 1'b1) begin
    controller_a <= next_controller_a;
    controller_b <= next_controller_b;
  end else begin
    if (shift[0] == 1'b1) begin
      controller_a <= { 1'b1, controller_a[7:1] };
    end
    if (shift[1] == 1'b1) begin
      controller_b <= { 1'b1, controller_b[7:1] };
    end
  end
end
always_comb begin
  next_controller_a = 8'b0;
  next_controller_b = 8'b0;
  for (int i = 0; i < 6; ++i) begin
    if (usb_keycode[i] == 8'd10) begin
      next_controller_a |= 8'h1;
    end
    if (usb_keycode[i] == 8'd52) begin
      next_controller_b |= 8'h1;
    end
    if (usb_keycode[i] == 8'd9) begin
      next_controller_a |= 8'h2;
    end
    if (usb_keycode[i] == 8'd51) begin
      next_controller_b |= 8'h2;
    end
    if (usb_keycode[i] == 8'd25) begin
      next_controller_a |= 8'h4;
    end
    if (usb_keycode[i] == 8'd5) begin
      next_controller_a |= 8'h8;
    end
    if (usb_keycode[i] == 8'd26) begin
      next_controller_a |= 8'h10;
    end
    if (usb_keycode[i] == 8'd82) begin
      next_controller_b |= 8'h10;
    end
    if (usb_keycode[i] == 8'd22) begin
      next_controller_a |= 8'h20;
    end
    if (usb_keycode[i] == 8'd81) begin
      next_controller_b |= 8'h20;
    end
    if (usb_keycode[i] == 8'd4) begin
      next_controller_a |= 8'h40;
    end
    if (usb_keycode[i] == 8'd80) begin
      next_controller_b |= 8'h40;
    end
    if (usb_keycode[i] == 8'd7) begin
      next_controller_a |= 8'h80;
    end
    if (usb_keycode[i] == 8'd79) begin
      next_controller_b |= 8'h80;
    end
  end
end
endmodule
File: design/flow/run.sh
#!/bin/bash
# OpenROAD 26Q1-2900-gdf79404cd8, Yosys 0.63+post, stock flow scripts
make -C /OpenROAD-flow-scripts/flow DESIGN_CONFIG=/design/flow/config.mk WORK_HOME=/design/flow/orfs finish
==> results.yml <==
# implementation run metrics
drt:
  dr.pass1.iters: 7
  drc_errors: 0
  via_per_inst: 5.210
  finalWirelength_mm: 7.890
  diodes: 0
  drtIter0Drc: 192
  ant_nets: 0
  via_count: 2699
  wl_per_cell_microns: 15.23
setup_path:
  path_cells: "buf_8 > buf_6 > or4b_4 > or3_4 > o2111ai_2 > o32a_1"
  critical_path.top_delay_family: "simple AND/OR/NAND/NOR gates"
  rr_startpoint: "controller_b[7]$_SDFFCE_NP1P_"
  cp.buffers_inverters: 2
  crit_path_end: "controller_a[2]$_DFFE_NP_"
  setup.worst_path.start: "usb_keycode[7]"
  reg2reg_slack_ps: 870
  arrival_ps: 1690
  critical_path_class: "in -> reg"
  crit_required_ps: 1040
  worst-path-max-fanout: 3
  rr_endpoint: "controller_b[6]$_DFFE_NP_"
  cpMaxStageDelayCell: "or4b_4"
  cp-end-kind: "register"
  reg2regPathDepth: 2
  max_stage_delay_ps: 520
  start_kind: "primary input"
  cp.depth: 6
floorplanning:
  core.rowCount: 30
  core-area_sq_mm: 0.006794
  die_y_microns: 85.93
  io_pins: 84
  die-area_sq_mm: 0.007384
  initial_core_util_pct: 31.10
  die_x_microns: 85.93
global_routing:
  grt_max_degree: 14
  grt_usage_pct: 21.20
  antenna_found_initial: 0
  grt-ovfl-total: 0
  grt_pass1_vias: 2562
  grt_pass1_wl_mm: 12.18
cts:
  numClockSinks: 16
  numCtsBuffers: 3
  clockBufferDepth: 2
  h-tree-depth: 1
  cts_tree: "built"
  clk_latency_ps: 320
  path_clk_slew_ps: 40
  hold_buffers: 0
  cts-root-buf: "clkbuf_8"
flow_run:
  warning_count: 44
  maxCapViolCount: 0
logic_synthesis:
  avgSynthCellArea_sq_um: 8.005
  yosys-stat-cells: 264
  synth_top_area_share_pct: 22.74
  ys_ff: 16
  ys_area_sq_mm: 0.002113
  mux_area_share_pct: 0
  synthCells: 264
  yosysTopAreaCell: "edfxtp_1"
  ys_types: 40
  async_flop_share_pct: 0
  synth-edff-count: 16
  ff_type: "edfxtp_1"
  synth.top_cells.by_area: "edfxtp_1 (23%), buf_4 (11%), nor3_1 (7.6%), nand2b_1 (5.9%), nor4_1 (5.6%)"
  yosysWarnings: 1
  synthXorXnorAreaFrac_pct: 0
  synthAoiAreaFrac_pct: 11.84
  synthesis.area_sq_mm: 0.002113
  ys_sh_adder_pct: 0
  simple_gate_area_share_pct: 51.81
  seq_area_frac_synth_pct: 22.74
  logic_family: "simple AND/OR/NAND/NOR gates"
final_timing:
  setup_viol: 17
  worst_pin_slew_ps: 504.4
  maxSlewHeadroom_pct: 66.19
  fin_setup_tns_ps: -7950
  maxSlewViolCount: 0
  fin_ws_ps: -655.8
  finClkSkew_ps: 9.235
  hold_viol: 0
  rsz0062_at_grt: "yes"
placed_design:
  placement.io_buffers: 53
  dp_cells: 487
  gp_congestion: 0.9670
  dp_hpwl_mm: 5.705
finish:
  area.combinational_sq_mm: 0.002186
  areaGrowthSynthToFinish_pct: 97.57
  fill_cells: 523
  fin_util_pct: 61.45
  seq_area_sq_um: 480.5
  drive_gt1_share_pct: 57.82
  fin_cells: 518
power_and_ir_drop:
  p_leak_nw: 1.685
  ir_worst_vdd_mv: 0.2509
  power_per_cell_area_mw_per_mm2: 376.3
status:
  outcome: "finished, violations left"
  violations: "setup timing"
hold_path:
  hold_class: "reg -> reg"
-- Yosys cell counts (3+ instances only) --
cell       instances
or2_1              3
or4b_1             7
buf_4             32
o32a_1             3
clkbuf_1           6
nor3_1            32
nor4b_1            4
nand4b_1           5
nand2_1            9
a2111oi_0          3
nand4bb_1          7
a21oi_1            6
nor4bb_1           3
nand4_1            8
or4bb_1            3
nor2b_1            6
o32ai_1            3
nor4_1            19
or4_4              5
a31oi_1           13
nand2b_1          20
or3_1              3
nor2_1            26
edfxtp_1          16
-- registers in the layout, summed over array words and instances (netlist names) --
register,cells
controller_a,8
controller_b,8
-- logic make-up (layout without fill, tap and decap cells) --
family                 Yosys count  in the layout
AOI/OAI and AO/OA               35             35
DFF                             16             16
buffers and inverters           42            172
and+or+nand+nor                169            169
other                            2             30
-- where the power goes --
| group | leakage, nW | switching (mW) | internal, mW |
|---|---|---|---|
| combinational | 1.41 | 0.298 | 0.338 |
| clock | 0.107 | 0.236 | 0.208 |
| sequential | 0.169 | 0.0102 | 0.481 |
-- worst min-delay path by stage --
stage / from / end / slack [ps] / cells after the start
after CTS: controller_b[4]$_DFFE_NP_ / controller_b[3]$_SDFFCE_NP0P_ / 540 / 1
after global routing: controller_b[4]$_DFFE_NP_ / controller_b[3]$_SDFFCE_NP0P_ / 580 / 1
final: controller_b[4]$_DFFE_NP_ / controller_b[3]$_SDFFCE_NP0P_ / 540 / 1
-- per-layer routing --
metal | GRT usage [%] | part of all wire [%]
met1 | 30.49 | 45
met2 | 32.68 | 45
met3 | 5.078 | 7.2
met4 | 5.303 | 2.3
met5 | 0 | 0
-- cell type report --
type	count	share of cell area (%)
Clock inverter	16	1.438
Inverter	1	0.08990
Sequential cell	16	11.51
Clock buffer	3	0.9889
Multi-Input combinational cell	234	52.35
Timing Repair Buffer	152	30.75
Tap cell	96	2.877
-- worst register-to-register path, stage by stage (launching register included) --
cell and delay (ps):
edfxtp_1 350, nor2_1 150, a41oi_2 50
-- metrics by stage --
step                power (mW)  worst slack, ps  hold slack, ps  area, sq um
global placement         1.059            -1374           525.9         3372
finish                   1.571           -655.8           537.0         4175
detailed placement       1.064            -1378           543.0         3372
CTS                      1.532           -681.2           542.7         4000
global route             1.681           -684.7           575.4         4175
floorplan               0.7834           -693.5           509.1         2390
-- layout by cell type (no fill, tap or decap), types with 5 or more instances in the layout --
| master | instances |
|---|---|
| buf_4 | 79 |
| conb_1 | 30 |
| buf_6 | 29 |
| nor2_1 | 24 |
| inv_1 | 17 |
| edfxtp_1 | 16 |
| buf_2 | 13 |
| nor3_2 | 12 |
| nor3_1 | 12 |
| a31oi_1 | 11 |
| nand2b_1 | 10 |
| nand2b_4 | 9 |
| nor4_2 | 9 |
| or4b_4 | 8 |
| nor3_4 | 8 |
| nand4_1 | 8 |
| clkbuf_2 | 8 |
| or4_4 | 7 |
| nor4_4 | 7 |
| nand2_1 | 7 |
| clkdlybuf4s15_2 | 7 |
| dlygate4sd2_1 | 6 |
| buf_8 | 6 |
| nor2b_1 | 5 |
| nand4bb_1 | 5 |
| a21oi_1 | 5 |
| nand4b_1 | 5 |
-- timing repair --
action                                  CTS  global route
gates cloned                              1             0
pin swaps                                61            28
endpoints found under the setup margin   34            16
buffers inserted                         15             2
resized                                 265            56
No activity file was given, so power comes from the tool's default toggle rates.
